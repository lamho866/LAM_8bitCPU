<file path="./config.mk">
export PLATFORM = sky130hd
export DESIGN_NAME = CPU
export DESIGN_NICKNAME = CPU
export VERILOG_FILES = /design/flow/design.v
export SDC_FILE = /design/flow/constraint.sdc
export NUM_CORES = 4
export LEC_CHECK = 1
export CORE_UTILIZATION = 30
</file>
<file path="./design.v">
module ALU (
    input       [7:0]       r0_data,
    input       [7:0]       r1_data,
    input       [6:0]       ALU_OP,
    output      reg         B_PCSrc,
    output      reg[7:0]    o_data
);
    parameter ALU_CAL       = 3'b000;  
    parameter ALU_IMM       = 3'b001; 
    parameter BRANCH        = 3'b010;
    parameter BRANCH_JUMP   = 3'b011;
    parameter DM_FUN        = 3'b100;
    parameter ILLEGAL_FUN   = 3'b111;
    parameter NUM_CAL       = 2'b00; 
    parameter BIN_CAL       = 2'b01; 
    parameter BIM_SHIFT     = 2'b10;
    parameter BIN_SHIFT_IMM = 2'b11;
    parameter ADD = 2'b00;
    parameter SUB = 2'b01;
    parameter MUL = 2'b10;
    parameter AND = 2'b00;
    parameter OR  = 2'b01;
    parameter XOR = 2'b10;
    parameter SLL = 2'b00;
    parameter SRL = 2'b01;
    parameter SLLI = 2'b00;
    parameter SRLI = 2'b01;
    parameter ANDI  = 2'b00; 
    parameter ORI   = 2'b01; 
    parameter XORI  = 2'b10;
    parameter ADDI  = 2'b11; 
    parameter BEQ  = 2'b00; 
    parameter BLT  = 2'b01; 
    parameter BNE  = 2'b10;
    parameter JAL  = 2'b00; 
    parameter LD  = 2'b00; 
    parameter SD  = 2'b01; 
always @(*) begin
    B_PCSrc <= 0;
    o_data <= 0;
    case (ALU_OP[6:4])
        ALU_CAL:case(ALU_OP[3:2])
                NUM_CAL:case(ALU_OP[1:0])
                        ADD: o_data <= r0_data + r1_data;
                        SUB: o_data <= r0_data - r1_data;
                        MUL: o_data <= r0_data * r1_data;
                        default:
                            begin 
                                o_data <= 0;
                            end
                        endcase
                BIN_CAL:case(ALU_OP[1:0])
                        AND: o_data <= r0_data & r1_data;
                        OR : o_data <= r0_data | r1_data;
                        XOR: o_data <= r0_data ^ r1_data;
                        default:
                            begin
                                o_data <= 0;
                            end                
                        endcase
                BIM_SHIFT:case(ALU_OP[1:0])
                        SLL: o_data <= r0_data << r1_data;
                        SRL: o_data <= r0_data >> r1_data;
                        default:
                            begin
                                o_data <= 0;
                            end                    
                        endcase
                BIN_SHIFT_IMM:case(ALU_OP[1:0])
                        SLLI: o_data <= r0_data << r1_data;
                        SRLI: o_data <= r0_data >> r1_data;
                        default:
                            begin
                                o_data <= 0;
                            end    
                        endcase
                endcase
        ALU_IMM:case(ALU_OP[3:2])
                    ANDI: o_data <= r0_data & r1_data;
                    ORI : o_data <= r0_data | r1_data;
                    XORI: o_data <= r0_data ^ r1_data;
                    ADDI: o_data <= r0_data + r1_data;
                    default:
                        o_data <= 0;
                endcase
        BRANCH: case(ALU_OP[3:2])
                    BEQ: B_PCSrc <= (r0_data == r1_data);
                    BLT: B_PCSrc <= (r0_data <  r1_data);
                    BNE: B_PCSrc <= (r0_data != r1_data);
                    default:
                        B_PCSrc <= 0;
                endcase
        BRANCH_JUMP:case(ALU_OP[3:2])
                        JAL: B_PCSrc <= 1;
                    default:
                        B_PCSrc <= 0;
                    endcase    
        default:
            begin
                o_data <= 0;
                B_PCSrc <= 0;
            end
    endcase
end
endmodule
module CPU(
    input               clk,
    input               rst,
    input               isReg,  
    input       [7:0]   i_inst,
    input       [7:0]   i_cpu_addr,
    output      [7:0]   o_CPU_data,
    output              o_is_done
);
wire [7:0] o_CPU_RF_data, o_CPU_DM_data;
assign o_CPU_data = isReg? o_CPU_RF_data : o_CPU_DM_data;
wire val_CPU_Addr[7:0];
wire  inCmd, is;
wire [7:0] PC_wire;
wire [7:0] i_ID_addr;
wire [15:0] IM2ID_inst;
assign i_ID_addr = (inCmd)? i_cpu_addr : PC_wire;
wire [2:0] ID2RF_o_addr_0, ID2RF_o_addr_1, ID2RF_w_addr;  
wire [7:0] ID_imm;
wire [6:0] ID2ALU_ALU_OP;
wire branch, mem2Reg, ALUSrc, RF_w_en, DM_w_en, DM_r_en, is_jal;
wire [7:0] RF_r_data_0, RF_r_data_1;
wire [7:0] ALU_o_ALU;
wire B_PCSrc;
wire [7:0] DM_o_DM_data;
wire [7:0] PC_ADD, PC_ADD_HALFWORDS, PC_BRANCH;
wire PCSrc;
assign PCSrc            = branch & B_PCSrc;
assign PC_BRANCH        = PC_wire + ID_imm;
assign PC_ADD_HALFWORDS = PC_wire + 16'h0002;
assign PC_ADD           = (PCSrc)? PC_BRANCH : PC_ADD_HALFWORDS; 
wire [7:0] RF_w_data;
assign RF_w_data =  (mem2Reg)? DM_o_DM_data :
                    ( is_jal)? PC_ADD_HALFWORDS: 
                    ALU_o_ALU;
wire [7:0] ALU_data_1_in;
assign ALU_data_1_in = (ALUSrc)? ID_imm : RF_r_data_1;
wire [7:0] DM_addr;
assign DM_addr = ID_imm + RF_r_data_0;
CPU_State_Control CPU_State_Control(
    .clk(clk),
    .rst(rst),
    .IM_inst(IM2ID_inst),
    .i_inst(i_inst),
    .inCmd(inCmd),
    .o_is_done(o_is_done)
);
PC PC(
    .clk(clk),
    .rst(rst),
    .inCmd(inCmd),
    .PC_ADD(PC_ADD),
    .i_is_done(o_is_done),
    .o_PC(PC_wire)
);
IM IM(
    .clk(clk),
    .rst(rst),
    .inCmd(inCmd),
    .i_inst(i_inst),
    .i_addr(i_ID_addr),
    .o_inst(IM2ID_inst)
);
ID ID(
    .inst(IM2ID_inst),
    .o_addr_0(ID2RF_o_addr_0),
    .o_addr_1(ID2RF_o_addr_1),
    .o_w_addr(ID2RF_w_addr),
    .imm(ID_imm),
    .ALU_OP(ID2ALU_ALU_OP),
    .Branch(branch),
    .Mem2Reg(mem2Reg),
    .ALUSrc(ALUSrc),
    .RF_w_en(RF_w_en),
    .DM_w_en(DM_w_en),
    .DM_r_en(DM_r_en),
    .is_jal(is_jal)
);
RF RF(
    .clk(clk),
    .rst(rst),
    .RF_w_en(RF_w_en),
    .i_CPU_RF_addr(i_cpu_addr[2:0]),
    .r_addr_0(ID2RF_o_addr_0),
    .r_addr_1(ID2RF_o_addr_1),
    .w_addr(ID2RF_w_addr),
    .w_data(RF_w_data),
    .o_CPU_RF_data(o_CPU_RF_data),
    .o_r_data_0(RF_r_data_0),
    .o_r_data_1(RF_r_data_1)    
);
ALU ALU(
    .r0_data(RF_r_data_0),
    .r1_data(ALU_data_1_in),
    .ALU_OP(ID2ALU_ALU_OP),
    .B_PCSrc(B_PCSrc),
    .o_data(ALU_o_ALU)
);
DM DM(
    .clk(clk),
    .rst(rst),
    .DM_w_en(DM_w_en),
    .DM_r_en(DM_r_en),
    .i_CPU_DM_addr(i_cpu_addr),
    .addr(DM_addr),
    .DM_w_data(RF_r_data_1),
    .o_CPU_DM_data(o_CPU_DM_data),
    .o_DM_data(DM_o_DM_data)  
);
endmodule
module CPU_State_Control (
    input               clk,
    input               rst,
    input      [15:0]   IM_inst,
    input      [ 7:0]   i_inst,
    output              inCmd,
    output       reg    o_is_done
);
localparam init_inCmd = 0, cnt0_isAllOne = 1, cnt1_isAllOne = 2, ed_inst = 3;
reg [1:0] inCmd_fsm, inCmd_nxt_fsm;
assign inCmd = (inCmd_fsm != ed_inst);
always @(*) begin
    case (inCmd_fsm)
        init_inCmd: inCmd_nxt_fsm <= cnt0_isAllOne;
        cnt0_isAllOne: inCmd_nxt_fsm <= (i_inst == 8'hFF)? cnt1_isAllOne : cnt0_isAllOne;
        cnt1_isAllOne: inCmd_nxt_fsm <= (i_inst == 8'hFF)? ed_inst : cnt0_isAllOne;
        ed_inst: inCmd_nxt_fsm <= ed_inst;
        default:
            inCmd_nxt_fsm <= ed_inst;
    endcase
end
always @(posedge clk or posedge rst) begin
    if(rst)
        inCmd_fsm <= init_inCmd;
    else
        inCmd_fsm <= inCmd_nxt_fsm;
end
always @(posedge clk or posedge rst) begin
    if(rst)
        o_is_done <= 0;
    else if((IM_inst == 16'hFFFF) && ~inCmd)
        o_is_done <= 1;
    else
        o_is_done <= o_is_done;
end
endmodule  
module DM(
    input                   clk,
    input                   rst,
    input                   DM_w_en,
    input                   DM_r_en,
    input       [7:0]    i_CPU_DM_addr,
    input       [7:0]    addr,
    input       [7:0]    DM_w_data,
    output      [7:0]    o_CPU_DM_data,
    output      [7:0]    o_DM_data
); 
integer i;
parameter DM_deep = 256;
reg [7:0] data_mem [DM_deep - 1:0];
always @(posedge clk or posedge rst) begin
    if(rst) begin
        for(i = 0; i < DM_deep; i = i + 1)
            data_mem[i] <= 0;
    end else if(DM_w_en) begin
        data_mem[addr] <= DM_w_data;
    end
end
assign o_CPU_DM_data = data_mem[i_CPU_DM_addr];
assign o_DM_data = (DM_r_en)? data_mem[addr] : 0;
endmodule
module ID(
    input       [15:0] inst,
    output      [ 2:0] o_addr_0,
    output      [ 2:0] o_addr_1,
    output      [ 2:0] o_w_addr,
    output      [ 7:0] imm,
    output      [ 6:0] ALU_OP,
    output             Branch,
    output             Mem2Reg,
    output             ALUSrc,
    output             RF_w_en,
    output             DM_w_en,
    output             DM_r_en,
    output             is_jal
);
    parameter ALU_CAL       = 3'b000;  
    parameter ALU_IMM       = 3'b001; 
    parameter BRANCH        = 3'b010;
    parameter BRANCH_JUMP   = 3'b011;
    parameter DM_FUN        = 3'b100;
    parameter ILLEGAL_FUN   = 3'b111;
    parameter NUM_CAL       = 2'b00; 
    parameter BIN_CAL       = 2'b01; 
    parameter BIM_SHIFT     = 2'b10;
    parameter BIN_SHIFT_IMM = 2'b11;
    parameter ADD = 2'b00;
    parameter SUB = 2'b01;
    parameter MUL = 2'b10;
    parameter AND = 2'b00;
    parameter OR  = 2'b01;
    parameter XOR = 2'b10;
    parameter SLL = 2'b00;
    parameter SRL = 2'b01;
    parameter SLLI = 2'b00;
    parameter SRLI = 2'b01;
    parameter ANDI  = 2'b00; 
    parameter ORI   = 2'b01; 
    parameter XORI  = 2'b10;
    parameter ADDI  = 2'b11; 
    parameter BEQ  = 2'b00; 
    parameter BLT  = 2'b01; 
    parameter BNE  = 2'b10;
    parameter JAL  = 2'b00; 
    parameter LD  = 2'b00; 
    parameter SD  = 2'b01; 
reg [2:0] cur_inst;
wire isBRANCH, isBRANCH_JUMP, isVal_ALU_CAL, isVal_DMOP;
assign isBRANCH = (cur_inst == BRANCH) && (inst[12:11] != 2'b11);
assign isBRANCH_JUMP = (cur_inst == BRANCH_JUMP) && (inst[12:11] == 2'b00);
assign isVal_ALU_CAL = (cur_inst == ALU_CAL) && (inst[1:0] != 2'b11) && ({inst[12:11],inst[1:0]} != {BIM_SHIFT, 2'b10}) && ({inst[12:11],inst[1:0]} != {BIN_SHIFT_IMM, 2'b10});
assign isVal_DMOP = (cur_inst == DM_FUN ) && ((inst[12:11] == LD) || (inst[12:11] == SD));
assign ALU_OP = {inst[15:11], inst[1:0]};
always @(*) begin
    case(inst[15:13])
        ALU_CAL    : cur_inst <= ALU_CAL    ;  
        ALU_IMM    : cur_inst <= ALU_IMM    ; 
        BRANCH     : cur_inst <= BRANCH     ;
        BRANCH_JUMP: cur_inst <= BRANCH_JUMP;
        DM_FUN     : cur_inst <= DM_FUN;
        default: cur_inst <= ILLEGAL_FUN;
    endcase
end
assign o_addr_0 = ( isVal_ALU_CAL     |
                    cur_inst == ALU_IMM     |
                    isBRANCH    |
                    isVal_DMOP
                    )? inst[7:5] : 0;
assign o_addr_1 = ((isVal_ALU_CAL & (inst[12:11]!= BIN_SHIFT_IMM)) | 
                    isBRANCH |
                    (cur_inst == DM_FUN & (inst[12:11] == SD))
                    )? inst[4:2] : 0;
assign o_w_addr = ( isVal_ALU_CAL | 
                    cur_inst == ALU_IMM | 
                    isBRANCH_JUMP | 
                    cur_inst == DM_FUN & (inst[12:11] == LD))? 
                    inst[10:8] : 0;
assign imm =(isVal_ALU_CAL & (inst[12:11] == BIN_SHIFT_IMM))? {5'b00000 ,inst[4:2]} : 
            (cur_inst == ALU_IMM )?      {3'b000, inst[ 4:0]}:
            (isBRANCH )?       (inst[10] == 1? {3'b111, inst[10:8], inst[ 1:0]} : {3'b000, inst[10:8], inst[ 1:0]}):  
            (isBRANCH_JUMP )?  {inst[7:0]}:
            (cur_inst == DM_FUN & (inst[12:11] == LD))? {3'b000, inst[4:0]}:
            (cur_inst == DM_FUN & (inst[12:11] == SD))? {3'b000, inst[10:8], inst[1:0]}:
            0;
assign RF_w_en = (  isVal_ALU_CAL| 
                    cur_inst == ALU_IMM |
                    isBRANCH_JUMP|
                    (cur_inst == DM_FUN & inst[12:11] == LD));
assign ALUSrc = (isVal_ALU_CAL)? (inst[12:11] == BIN_SHIFT_IMM) :
                (cur_inst == ALU_IMM)? 1:
                0;
assign Branch   = (isBRANCH | isBRANCH_JUMP);
assign Mem2Reg  = (cur_inst == DM_FUN & inst[12:11] == LD);
assign DM_w_en  = (cur_inst == DM_FUN & inst[12:11] == SD);
assign DM_r_en  = (cur_inst == DM_FUN & inst[12:11] == LD);
assign is_jal   = (isBRANCH_JUMP);
endmodule
module IM(
    input               clk,
    input               rst,
    input               inCmd,
    input      [7:0]   i_addr,
    input      [7:0]   i_inst,
    output     [15:0]   o_inst
);
parameter IM_BYTE_DEPTH = 256;
integer i;
reg [7:0] inst_mem[0:IM_BYTE_DEPTH - 1];
assign o_inst = (inCmd)? 16'hFFFF : {inst_mem[i_addr], inst_mem[i_addr + 1]};
always @(posedge clk or posedge rst) begin
    if (rst) begin
        for(i = 0; i < IM_BYTE_DEPTH; i = i + 1)
            inst_mem[i] <= 16'hFFFF;
    end else begin
        if(inCmd)
            inst_mem[i_addr] <= i_inst;
    end
end
endmodule
module PC(
    input               clk,
    input               rst,
    input               inCmd,
    input      [7:0]    PC_ADD,
    input               i_is_done,
    output reg [7:0]    o_PC
);
always @(posedge clk or posedge rst) begin
    if(rst)
        o_PC <= 0;
    else if(inCmd)
        o_PC <= 0;
    else if(i_is_done)
        o_PC <= o_PC;
    else
        o_PC <= PC_ADD;
end
endmodule
module RF(
    input                   clk,
    input                   rst,
    input                   RF_w_en,
    input       [2:0]       i_CPU_RF_addr,
    input       [2:0]       r_addr_0,
    input       [2:0]       r_addr_1,
    input       [2:0]       w_addr,
    input       [7:0]       w_data,
    output      [7:0]       o_CPU_RF_data,
    output      [7:0]       o_r_data_0,
    output      [7:0]       o_r_data_1
); 
integer i;
parameter RF_Deep = 8;
reg [7:0] reg_file [RF_Deep - 1:0];
assign o_CPU_RF_data  = reg_file[i_CPU_RF_addr];
assign o_r_data_0 = reg_file[r_addr_0];
assign o_r_data_1 = reg_file[r_addr_1];
always @(posedge clk or posedge rst) begin
    if(rst) begin
        for(i = 0; i < RF_Deep; i = i + 1)
            reg_file[i] <= 0;
    end else if(RF_w_en && (w_addr != 0)) begin
        reg_file[w_addr] <= w_data;
    end
end
endmodule
</file>
<file path="./constraint.sdc">
current_design CPU

set clk_period 66.2
set clk_io_pct 0.2

create_clock -name clk0 -period $clk_period [get_ports {clk}]

set non_clock_inputs [all_inputs -no_clocks]
set_input_delay [expr $clk_period * $clk_io_pct] -clock clk0 $non_clock_inputs
set_output_delay [expr $clk_period * $clk_io_pct] -clock clk0 [all_outputs]
</file>
<file path="./run.sh">
#!/bin/bash
# OpenROAD 26Q1-2900-gdf79404cd8, Yosys 0.63+post, stock flow scripts
make -C /OpenROAD-flow-scripts/flow DESIGN_CONFIG=/design/flow/config.mk WORK_HOME=/design/flow/orfs finish
</file>
==> flow_summary.yaml <==
# generated from flow reports
placement:
  port_buffers: 27
  globalplace.congestion: 1.72
  place_area_um2: 253000
  hpwl_mm: 2520
synth:
  async_flop_share_pct: 100
  netlist_area_um2: 220000
  synth.avg_cell_area_um2: 9.93
  top_area_share_pct: 24.4
  synth-area-yosys_um2: 220000
  yosysWarnings: 10
  synth-main-ff-cell: "dfrtp_1"
  synth_top_cell_by_area: "dfstp_2"
  synth_cells: 22180
  topCellsByArea: "dfstp_2 (24%), dfrtp_1 (24%), mux2_2 (9.9%)"
  synth.yosys.seq_area_share_pct: 48.6
  ys_types: 111
  ys_seq_elements: 4172
  edf_count: 0
  ys_cells: 22180
cts:
  clock-sinks: 4172
  cts_buffers: 531
  htree_levels: 6
  ctsResizeCount: 0
  clockBufferDepth: 4
  postCtsHoldBufs: 0
  root_buffer: "clkbuf_16"
  post-cts-setup-buffers: 0
run_status:
  status: "stopped before the end"
  error: "[ERROR GRT-0116] Global routing finished with congestion. Check the congestion regions in the DRC Viewer."
  haltStage: "5_1_grt"
grt:
  grt_usage_pct: 96.5
  grt_max_degree: 122
  grt_pass1_vias: 334305
  grt-ovfl-total: 46251
  grt_pass1_wl_mm: 4490
floorplan:
  initCoreUtil_pct: 30.1
  ios: 28
  chipWidth_um: 859
  num_rows: 314
  die_height_um: 859
-- logic make-up after synthesis --
family	after synthesis	share of synthesized area (%)
adder cells (fa/ha/maj)	71	0.458
other	1	0.00170
buffers and inverters	1942	3.44
AND-OR/OR-AND	7497	23.7
XOR/XNOR	56	0.235
multiplexers	2092	10.6
AND/OR/NAND/NOR	6349	13.0
flip-flops	4172	48.6
-- per-layer routing --
| metal | global-route usage, % | GRT overflow |
|---|---|---|
| met4 | 79.1 | 2913 |
| met2 | 98.5 | 8214 |
| met1 | 102 | 18224 |
| met3 | 98.4 | 15881 |
| met5 | 85.1 | 1019 |
-- through the flow --
stage	setup slack, ns	cells	hold WS (ns)	TNS [ns]
after floorplan	-3.51	22180	0.444	-7451.95
after global placement	33.18	33263	0.463	0
after detailed placement	33.22	33264	0.459	0
after CTS	33.19	34208	0.469	0
-- synth_stat cells (all sizes together) (27+ instances only) --
library cell and number:
a2111oi 74, nand4 412, a221oi 503, o22ai 277, mux2 1943, a222oi 309, nand3 448, nand2b 31
and3 91, xnor2 37, ha 55, a221o 91, o2bb2ai 35, a32oi 192, o211ai 47, and2 28
nor2 890, a32o 86, nor4 214, or4 45, nor3 369, nor4b 28, clkbuf 1476, a211oi 75
or2 62, a22o 613, mux2i 147, nor2b 36, a22oi 1908, inv 123, o2111ai 59, o221ai 35
and4 37, dfrtp 2123, nand2 3484, buf 341, dfstp 2049, o31ai 33, a31oi 82, nand4bb 27
a21oi 415, o21ai 2440, or4b 27
